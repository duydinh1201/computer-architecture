### ./run.sh
#!/bin/bash
# OpenROAD 26Q1-2900-gdf79404cd8, Yosys 0.63+post, stock flow scripts
make -C /OpenROAD-flow-scripts/flow DESIGN_CONFIG=/design/flow/config.mk WORK_HOME=/design/flow/orfs finish
### ./config.mk
export PLATFORM = sky130hd
export DESIGN_NAME = alu
export DESIGN_NICKNAME = alu
export VERILOG_FILES = /design/flow/design.v
export SDC_FILE = /design/flow/constraint.sdc
export NUM_CORES = 4
export LEC_CHECK = 1
export CORE_UTILIZATION = 50
### ./constraint.sdc
current_design alu

set clk_period 9.4
set clk_io_pct 0.2

create_clock -name clk0 -period $clk_period [get_ports {clk_i}]

set non_clock_inputs [all_inputs -no_clocks]
set_input_delay [expr $clk_period * $clk_io_pct] -clock clk0 $non_clock_inputs
set_output_delay [expr $clk_period * $clk_io_pct] -clock clk0 [all_outputs]
### ./design.v
module alu (                 
	input logic clk_i,
	input logic [31:0]openrand_a_i,
	input logic [31:0]openrand_b_i,
	input logic [3:0]alu_op_i,
	output logic [31:0]alu_data_o
	);
logic [31:0]temp,temp2;
logic carry_o;
logic [1:0]abc;
assign temp = ~openrand_b_i +1;
always_comb begin:proc_alu
	abc = {openrand_a_i[31],openrand_b_i[31]};
	carry_o = 0;
	temp2 = 0;
	case (alu_op_i)
		4'b0000: {carry_o, temp2} = openrand_b_i + openrand_a_i;  		
		4'b1000: {carry_o, temp2} = openrand_a_i + temp  ; 			   
		4'b0010: begin case(abc)														    
							2'b00,2'b11: begin {carry_o,temp2} = openrand_a_i + temp ;
											   temp2 = {31'b0,~carry_o};
										 end
							default: temp2[0] = (openrand_a_i[31] & ~openrand_b_i[31]); 
					   endcase
				 end
		4'b0011: begin {carry_o,temp2} = openrand_a_i + temp ;
					   temp2 = {31'b0,~carry_o};
				 end  	    
		4'b0100: temp2 = openrand_a_i ^ openrand_b_i;				
		4'b0110: temp2 = openrand_a_i | openrand_b_i;					
		4'b0111: temp2 = openrand_a_i & openrand_b_i;					
		4'b0001: temp2 = openrand_a_i << openrand_b_i[4:0];			
		4'b0101: temp2 = openrand_a_i >> openrand_b_i[4:0];			
		4'b1101: temp2 = openrand_a_i >>> openrand_b_i[4:0];			
		default: temp2 = 0;
	endcase
end
always @(posedge clk_i)
alu_data_o <= temp2;
endmodule
==> flow_summary.rst <==
Implementation results
======================

.. list-table::
   :header-rows: 1

   * - Metric
     - Value
   * - Met1 usage
     - 0.608
   * - TritonRoute pass-1 iters
     - 26
   * - Worst rel slew slack
     - 0.242
   * - Flip-flop and latch count after synthesis
     - 32
   * - Total count of max-transition violations in the final report
     - 0
   * - HPWL after detailed placement
     - between 30 and 40 mm
   * - Number of antenna violations at the first check in global routing
     - 3
   * - Core utilization of the finished layout
     - 0.580
   * - Top-level I/O count
     - between 100 and 150
   * - Row cnt
     - about 49
   * - Port Buffers
     - approximately 100
   * - Tally of nets with antenna violations remaining after routing
     - 0
   * - WL final
     - a little under 40 mm
   * - Post-synth top area share
     - 0.133
   * - Met3 usage
     - 0.143
   * - Period minus WS final
     - 6250 ps
   * - Unrepaired setup endpoints after global routing
     - no
   * - Sort of element at the end of the critical path
     - flip-flop
   * - Antenna Cells
     - 0
   * - Run status
     - complete, no violations
   * - Critical Path Most Common Cell
     - sky130_fd_sc_hd__nand2_1
   * - CP max stage cell
     - sky130_fd_sc_hd__clkinv_2
   * - Area inside the core boundary
     - 0.0181 mm2
   * - Number of hold buffers added after cts
     - 0
   * - Register name with the most flops
     - alu_data_o
   * - Max reg flops
     - 32
   * - Vias after detailed routing
     - ~11000
   * - Power density over the cells
     - between 90 and 100 mW/mm2
   * - Maximum vdd ir drop
     - 0.0676 mV
   * - Number of setup buffers added after CTS
     - 0
   * - Tot GR Track Use
     - 0.408
   * - Number of logged tool warnings
     - slightly above 60
   * - Max H-tree Level
     - 2
   * - Sum of negative setup slack
     - 0 ps
   * - Prevailing post-synth register cell
     - sky130_fd_sc_hd__dfxtp_1
   * - Cell leakage power
     - between 4 and 5 nW
   * - Avg Inst Size Synth
     - slightly above 7 um2
   * - Initial core utilization
     - 0.514
   * - Slew at the pin with the worst max-slew slack
     - between 1000 and 1500 ps
   * - Post-synth area hogs
     - sky130_fd_sc_hd__ha_1 (13%), sky130_fd_sc_hd__mux4_2 (7.3%), sky130_fd_sc_hd__dfxtp_1 (6.9%), sky130_fd_sc_hd__o21ai_0 (5.4%), sky130_fd_sc_hd__a21oi_1 (5.3%)
   * - TritonCTS Buffers
     - 5
   * - Detailed router's first-iteration violation count
     - 1423
   * - Clock transition at the registers of the reported paths
     - approximately 60 ps
   * - Proportion of layout cells with a drive suffix above 1
     - 0.0706
   * - Largest net degree at the start of global routing
     - around 60
   * - WS Path Type
     - input pin to flip-flop
   * - Netlist Area Pre-Place
     - 0.00931 mm2
   * - First-pass GRT wire length
     - between 50 and 60 mm
   * - Synth Seq Share
     - 0.0688
   * - Required time at the worst-slack endpoint
     - around 9600 ps
   * - Via count of the first global-routing pass
     - 9482
   * - Count of unique library cells instantiated by Yosys
     - between 80 and 90
   * - Highest cell delay on the worst timing path
     - around 600 ps
   * - Final setup violation count
     - 0
   * - Min-Delay Path Class
     - input pin to flip-flop
   * - Number of maximum-capacitance constraint violations
     - 0
   * - Die Span X
     - approximately 140 um
   * - Post_cts resized
     - 0
   * - CTS root buffer
     - sky130_fd_sc_hd__clkbuf_16
   * - Synth warn
     - 1
   * - Most Crowded Layer GR
     - met1
   * - Arrival time reported for the critical path endpoint
     - 6420 ps
   * - Number of cells in the yosys synthesis report
     - 1293
   * - Cell-by-cell trace of the critical path
     - buf_2 > buf_4 > clkinv_2 > nand2_1 > nor4_4 > nand2_1 > nor4_1 > nand2_1 > nor4_1 > xnor2_1 > ha_1 > o211a_1 > o311ai_0 > nand3_1 > a31oi_1 > nor2_1 > a31oi_1 > xor2_1 > o211ai_2
   * - TritonCTS sink count
     - 32
   * - Number of synthesized flops with an enable pin
     - 0
   * - Clock buffer depth
     - 2
   * - Layout overhead on the synthesized area
     - 12.8%
   * - Critical Path Start Type
     - input pin
   * - Period Utilization, post-route
     - 0.665
   * - Vias per inst
     - about 6.8
   * - DRC errors left
     - 0
   * - Yosys chip area
     - approximately 0.0093 mm2
   * - Crit path max fanout
     - 56
   * - Cell accounting for the most synthesized area
     - sky130_fd_sc_hd__ha_1
   * - Hold violation total from the final report
     - 0
   * - Die area
     - about 0.019 mm2
   * - Commonest cells after routing, fill and taps aside
     - sky130_fd_sc_hd__nor2_1 (120), sky130_fd_sc_hd__nand2_1 (111), sky130_fd_sc_hd__o21ai_0 (101)
   * - Post-synthesis cell count
     - ~1300
   * - Async SR Flop Fraction
     - 0
   * - Wire per inst
     - between 20 and 25 um
   * - Final weighted congestion in routability-driven placement
     - approximately 1.1
   * - CTS tree
     - done
   * - Fmax
     - between 0.15 and 0.2 GHz
   * - Met2 GRT Util
     - 0.559
   * - Leftover overflow at the end of global routing
     - 0
   * - Most frequently placed logic cell in the final layout
     - sky130_fd_sc_hd__nor2_1
   * - Registers with the most flip-flops
     - alu_data_o: 32 flops
   * - Die extent in y
     - about 140 um
## per-stage QoR
step	area [um2]	worst slack [ps]	total power [mW]	instances	hold slack [ps]
6_report	10500	3150	0.967	1561	2360
5_1_grt	10500	2650	1.02	1561	2400
4_1_cts	10500	3210	0.952	1561	2350
3_5_place_dp	10300	2890	0.729	1553	2530
3_3_place_gp	10300	2960	0.733	1553	2540
2_1_floorplan	9310	3920	0.523	1293	2120
## path summary, 6_finish.rpt
check	slack, ps	from	endpoint	depth (start not counted)
hold / removal	2360	openrand_b_i[3]	alu_data_o[4]	4
setup / recovery	3150	openrand_b_i[2]	alu_data_o[30]	19
## synth_stat cells (5+ instances only)
master	number
sky130_fd_sc_hd__nor4_1	8
sky130_fd_sc_hd__a22oi_1	16
sky130_fd_sc_hd__o2111ai_1	8
sky130_fd_sc_hd__mux2i_1	46
sky130_fd_sc_hd__a211oi_1	11
sky130_fd_sc_hd__nor2b_1	12
sky130_fd_sc_hd__clkbuf_1	54
sky130_fd_sc_hd__a21o_1	39
sky130_fd_sc_hd__a221o_1	5
sky130_fd_sc_hd__a31oi_1	17
sky130_fd_sc_hd__a211o_1	9
sky130_fd_sc_hd__nand2b_1	16
sky130_fd_sc_hd__nand4_1	11
sky130_fd_sc_hd__o21a_1	7
sky130_fd_sc_hd__inv_1	75
sky130_fd_sc_hd__o221ai_1	7
sky130_fd_sc_hd__xor2_1	18
sky130_fd_sc_hd__o211ai_1	23
sky130_fd_sc_hd__or3_1	13
sky130_fd_sc_hd__dfxtp_1	32
sky130_fd_sc_hd__nor2_1	120
sky130_fd_sc_hd__o22ai_1	14
sky130_fd_sc_hd__nor3_1	27
sky130_fd_sc_hd__nand3b_1	5
sky130_fd_sc_hd__ha_1	99
sky130_fd_sc_hd__mux2_2	8
sky130_fd_sc_hd__o21bai_1	7
sky130_fd_sc_hd__o31ai_1	8
sky130_fd_sc_hd__buf_2	16
sky130_fd_sc_hd__and3_1	17
sky130_fd_sc_hd__a21oi_1	99
sky130_fd_sc_hd__xnor2_1	51
sky130_fd_sc_hd__nand2_1	111
sky130_fd_sc_hd__o21ai_0	101
sky130_fd_sc_hd__buf_1	7
sky130_fd_sc_hd__o21ai_1	14
sky130_fd_sc_hd__and4_1	6
sky130_fd_sc_hd__mux4_2	30
sky130_fd_sc_hd__a221oi_1	20
sky130_fd_sc_hd__buf_6	5
sky130_fd_sc_hd__and2_1	8
sky130_fd_sc_hd__nand3_1	26
sky130_fd_sc_hd__a22o_1	5
## final cells by class
type | instances | area, um2
clock buffers | 7 | 153
clock inverters | 1 | 30.0
fillers | 1713 | 7590
inverters | 77 | 290
multi-input cells | 1098 | 7990
flip-flops and latches | 32 | 641
well taps | 229 | 287
repair buffers | 117 | 1110
## worst max-delay path: cells and delay by family
kind                     cells  cell delay, ps
AND-OR/OR-AND                5             980
XOR/XNOR                     2             360
adder cells (fa/ha/maj)      1             300
buffers and inverters        3             980
AND/OR/NAND/NOR              8            1890
## cell families (layout without fill, tap and decap cells)
family,after synthesis,after routing,share of synthesized area
simple gates,397,397,0.208
compound gates,445,445,0.313
flops,32,32,0.0688
buf+inv,163,202,0.0737
mux,86,86,0.135
xor+xnor,69,69,0.0649
fa+ha+maj,101,101,0.137
## where the power goes
group	internal (mW)	leakage, nW	switching (mW)	total [mW]
sequential	0.153	0.265	0.00524	0.158
combinational	0.240	4.06	0.352	0.592
clock	0.140	0.0901	0.0767	0.217
## routing by layer
| metal | up-vias | wire, um |
|---|---|---|
| met5 | - | 0 |
| met4 | 0 | 1190 |
| met3 | 92 | 5170 |
| met2 | 643 | 15500 |
| met1 | 4937 | 16600 |
| li1 | 4892 | - |
No activity file was given, so power comes from the tool's default toggle rates.
