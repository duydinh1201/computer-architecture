==> ./design.v <==
module branch_condition#(parameter n=32) (is_branch,data1_i,data2_i,opcode_i,clk_i,en_jump);
input logic[n-1:0] data1_i,data2_i;
input logic clk_i;
input logic is_branch;
input logic[2:0] opcode_i;
output logic en_jump;
	logic br_signed,br_less,br_equal;
	assign br_signed=(opcode_i==6 || opcode_i==7)?0:1;
	brcomp#(n) BRCOMP(data1_i,data2_i,br_signed,clk_i,br_less,br_equal);
	always_comb begin:proc
	if(is_branch)
		case(opcode_i)
			0:     en_jump=br_equal;
			1:     en_jump=~br_equal;
			4:     en_jump=br_less;
			5:     en_jump=~br_less;
			6:     en_jump=br_less;
			7:     en_jump=~br_less;
			default:en_jump=0;
		endcase
	else en_jump=0;
	end
endmodule:branch_condition
module brcomp #(parameter n = 31)(
	input logic [n:0]rs1_data_i,
	input logic [n:0]rs2_data_i,
	input logic br_unsigned,
	input logic clk_i,
	output logic br_less,
	output logic br_equal
);
logic [n:0]temp;
logic carry;
logic [1:0]abc;
always_comb begin:procmimicro_brcomp
	temp = ~rs2_data_i +1;
	abc = {rs1_data_i[n],rs2_data_i[n]};
	br_equal = 0;
	br_less = 0;
	if (rs1_data_i == rs2_data_i) br_equal = 1;
	else begin
		case (br_unsigned)
			1: begin {carry,temp} = rs1_data_i + temp;
					br_less = ~carry;
			end
			0: begin 
				case (abc)
					2'b00,2'b11: begin
						{carry,temp} = rs1_data_i + temp;
						br_less = ~carry;
						end
					default: br_less = rs1_data_i[n];
				endcase
			end
		endcase
	end
	end
always @(posedge clk_i) begin end
endmodule								
==> ./run.sh <==
#!/bin/bash
# OpenROAD 26Q1-2900-gdf79404cd8, Yosys 0.63+post, stock flow scripts
make -C /OpenROAD-flow-scripts/flow DESIGN_CONFIG=/design/flow/config.mk WORK_HOME=/design/flow/orfs finish
==> ./config.mk <==
export PLATFORM = sky130hd
export DESIGN_NAME = branch_condition
export DESIGN_NICKNAME = branch_condition
export VERILOG_FILES = /design/flow/design.v
export SDC_FILE = /design/flow/constraint.sdc
export NUM_CORES = 4
export LEC_CHECK = 1
export CORE_UTILIZATION = 30
export SYNTH_HDL_FRONTEND = slang
==> ./constraint.sdc <==
current_design branch_condition

set clk_period 17.5
set clk_io_pct 0.2

create_clock -name clk0 -period $clk_period

set non_clock_inputs [all_inputs -no_clocks]
set_input_delay [expr $clk_period * $clk_io_pct] -clock clk0 $non_clock_inputs
set_output_delay [expr $clk_period * $clk_io_pct] -clock clk0 [all_outputs]
==> impl_metrics.yaml <==
# flow metrics
run_status:
  outcome: "finished clean"
finish:
  register_area_um2: 0
  fin_util_pct: 45.0
  nClkBuffers: 0
  layout-drive-gt1-share_pct: 4.18
  seq_cell_count: 0
  fill_cells: 530
  area_growth_pct: 45.0
min_path:
  hold_end: "en_jump"
  holdCritPathClass: "in -> out"
  min_path_cells: 4
  min_from: "opcode_i[0]"
die:
  initial_core_util_pct: 31.0
  num_io_pins: 70
  core_area_um2: 5510
  rows: 27
  die_y_um: 77.5
  die_w_um: 77.5
  die-area_um2: 6000
pwr:
  powerDensity_nw_per_um2: 21.3
  peakVddDrop_uv: 8.71
  cellLeakagePower_nw: 0.888
yosys:
  synth_stat.cells: 221
  netlist_area_um2: 1710
  synth.top_cells.by_count: "xor2_1, ha_1, xnor2_1"
  ys_types: 43
  synthTopCellsByArea: "ha_1, xor2_1, xnor2_1"
  synthesis.instances: 221
  synthMostInstantiatedCell: "xor2_1"
  top_area_cell: "ha_1"
  syn_area_per_cell_um2: 7.73
  yosys_area_um2: 1710
  ys.warnings.count: 0
  yosysTopAreaCellShare_pct: 24.2
  synth_seq_share_pct: 0
detailed_routing:
  vias_per_cell: 5.15
  wl_mm: 4.87
  dr.pass1.iters: 4
  drt-initial-drc-count: 49
  wl_per_cell_um: 13.6
  n_antenna_cell: 0
  drtAntennaViolNets: 0
  drc: 0
  vias: 1848
place:
  gp_congestion: 0.851
  portBuffers: 69
  place_hpwl_mm: 4.28
  pre_cts_ws_ns: 6.10
global_route:
  grt_max_degree: 8
  grt_pass1_vias: 1766
  grt_antenna_before_repair: 0
  grt_pass1_wl_mm: 7.89
  grt_overflow: 0
  track_usage_pct: 16.3
final_timing:
  setup_viol: 0
  maxSlewHeadroom_pct: 63.0
  finalMaxSlewViolations: 0
  hold_violations: 0
  clock.fmax_mhz: 87.8
  setup_tns_ns: 0
  setup_slack_ns: 6.11
  fin_crit_ns: 11.39
  worstMarginPinSlew_ns: 0.549
  rsz0062_at_grt: "false"
  period_used_pct: 65.1
critical_path:
  path_max_fanout: 5
  crit_type: "in -> out"
  crit_start: "data2_i[1]"
  worstPathRequired_ns: 14.00
  cp-end-kind: "output port"
  critPathArrivalTime_ns: 7.89
  worstSetupStartpointType: "input port"
clock_tree:
  post_cts_buffers: 0
  post_cts_resized: 0
  ctsHoldBuffers: 0
run:
  log.warning_count: 33
  max-cap-violations: 0
per-layer routing:
| metal | part of all wire [%] | global-route usage (%) | vias up |
|---|---|---|---|
| met1 | 51 | 24.0 | 838 |
| met3 | 4.8 | 0.956 | 0 |
| li1 | - | - | 962 |
| met5 | 0 | 0 | - |
| met4 | 0 | 0 | 0 |
| met2 | 44 | 27.7 | 48 |
through the flow:
stage                     hold WS (ns)  instances  cell area [µm²]  total power [mW]
after detailed placement          8.06        359             2480            0.0526
after global routing              8.12        359             2480            0.0585
after global placement            8.05        359             2480            0.0526
after floorplan                   7.11        221             1710            0.0243
final                             8.04        359             2480            0.0527
after CTS                         8.06        359             2480            0.0531
power by group:
part           internal, mW  switching, mW  leakage (nW)
clock network             0              0             0
registers                 0              0             0
logic                0.0284         0.0243         0.888
total                0.0284         0.0243         0.888
worst max path at each step:
| stage | to | slack (ns) | depth (start not counted) |
|---|---|---|---|
| 4_1_cts | en_jump | 6.08 | 17 |
| 5_1_grt | en_jump | 5.78 | 17 |
| 6_report | en_jump | 6.11 | 17 |
critical path, stage by stage:
cell	delay (ns)
clkdlybuf4s50_1	0.47
inv_1	0.08
ha_1	0.18
or3b_1	0.43
nor3_2	0.35
and3_4	0.31
nand2_1	0.14
nor4_1	0.29
xnor2_1	0.17
ha_1	0.26
a21o_1	0.18
a21oi_1	0.15
o221a_2	0.22
o2111ai_1	0.14
a2111o_1	0.43
o211ai_1	0.10
clkdlybuf4s50_1	0.48
logic make-up (layout without fill, tap and decap cells):
group	Yosys count	after routing	synth area share, %
AND-OR/OR-AND	36	36	13.2
XOR/XNOR	60	60	30.8
adder cells (fa/ha/maj)	33	33	24.2
buffers and inverters	7	73	1.61
multiplexers	1	1	0.586
AND/OR/NAND/NOR	84	84	29.7
final cells by class:
type	instances	area (µm²)	share of cell area [%]
Inverter	4	15.0	0.606
Multi-Input combinational cell	214	1680	67.9
Tap cell	72	90.1	3.64
Timing Repair Buffer	69	691	27.9
placed cells by master (no fill, tap or decap), types with 2 or more instances in the layout:
cell type,n
nor4_2,2
a21o_1,2
or3_1,3
nand4_1,5
xnor2_1,21
clkdlybuf4s50_1,69
ha_1,33
nand3_1,3
nor3_1,7
nor3_2,2
or4_4,2
nand2_1,16
nor2_1,12
o211ai_1,2
inv_1,4
a211oi_1,2
nor3b_1,2
xor2_1,39
a22oi_1,2
a21oi_1,14
or4_1,2
nor4_1,16
o21ai_0,8
Power is estimated from default activity; no workload was simulated.
