$ cat design/flow/constraint.sdc
current_design decoder

set clk_period 3.5
set clk_io_pct 0.2

create_clock -name clk0 -period $clk_period

set non_clock_inputs [all_inputs -no_clocks]
set_input_delay [expr $clk_period * $clk_io_pct] -clock clk0 $non_clock_inputs
set_output_delay [expr $clk_period * $clk_io_pct] -clock clk0 [all_outputs]
$ cat design/flow/design.v
module decoder#(parameter n=32) (instr_i,rs1_addr_o,rs2_addr_o,rd_addr_o,imm_o,alu_op_o,operand_b_sel_o,is_B_o,is_J_o,is_load_o,is_LUI_o,is_AUIPC_o,is_JALR_o,is_S_o);
    input  logic [n-1:0] instr_i;
    output logic [4:0] rs1_addr_o; 
    output logic [4:0] rs2_addr_o; 
    output logic [4:0] rd_addr_o;  
    output logic [n-1:0] imm_o;    
    output logic [3:0] alu_op_o;  
    output logic operand_b_sel_o;  
    output logic is_B_o;   
    output logic is_J_o;   
    output logic is_load_o; 
    output logic is_LUI_o; 
    output logic is_AUIPC_o; 
    output logic is_JALR_o; 
    output logic is_S_o; 
always_comb begin:address
	       rs1_addr_o= instr_i[19:15];  
		   rs2_addr_o= instr_i[24:20];  
		   rd_addr_o = instr_i[11:7];	   
 	end
logic[4:0] opcode;
logic is_U_o,is_R_o,is_I_o;
assign is_U_o= is_LUI_o|is_AUIPC_o;
always_comb begin:Opcode
	 opcode    = instr_i[6:2];  
 	 is_I_o    =(opcode==25|| 
 	 			 opcode==4 ||  
 	 			 opcode==0   
 	 			 )?1:0;
 	 is_JALR_o  =(opcode==25)?1:0;
 	 is_B_o	   =(opcode==24)?1:0;
 	 is_LUI_o	   =(opcode==13)?1:0;
 	 is_AUIPC_o	   =(opcode==5)?1:0;
	 is_S_o	   =(opcode==8)?1:0;
     is_J_o	   =(opcode==27)?1:0;
	 is_R_o	   =(opcode==12)?1:0;
   end
	logic[n-1:0] imm_J,imm_B,imm_I,imm_S;
	assign imm_J={12'b0,instr_i[19:12],instr_i[20],instr_i[30:21],1'b0};
	assign imm_B={20'b0,instr_i[7],instr_i[30:25],instr_i[11:8],1'b0};
	assign imm_I={20'b0,instr_i[31:20]};
	assign imm_S={20'b0,instr_i[31:25],rd_addr_o};
always_comb begin:Imm
	if(is_U_o) 	        imm_o=instr_i&32'hfffff000;
	else if(is_J_o) 	imm_o=(instr_i[n-1])?imm_J|32'hfff00000:imm_J;
	else if(is_I_o) 	imm_o=(instr_i[n-1])?imm_I|32'hfffff000:imm_I;
	else if(is_B_o)	    imm_o=(instr_i[n-1])?imm_B|32'hfffff000:imm_B;
	else if(is_S_o)	    imm_o=(instr_i[n-1])?imm_S|32'hfffff000:imm_S;
	else imm_o=0;
end
	logic[3:0] alu_op;
	logic I_imm;
always_comb begin:Alu_op
	 I_imm  = (is_I_o && ((instr_i[14:12] == 1) || (instr_i[14:12] == 5))) ? 1'b1 : 1'b0;
	 alu_op = {instr_i[30], instr_i[14:12]};  
	 alu_op_o = (is_J_o|is_U_o|(opcode==25)?1:0)?0:(is_R_o|I_imm) ? alu_op : (alu_op & 4'b0111);
	end
	assign   is_load_o=(opcode==0)?1:0;
	assign  operand_b_sel_o=~(is_R_o|I_imm); 
endmodule:decoder	 
$ cat design/flow/run.sh
#!/bin/bash
# OpenROAD 26Q1-2900-gdf79404cd8, Yosys 0.63+post, stock flow scripts
make -C /OpenROAD-flow-scripts/flow DESIGN_CONFIG=/design/flow/config.mk WORK_HOME=/design/flow/orfs finish
$ cat design/flow/config.mk
export PLATFORM = sky130hd
export DESIGN_NAME = decoder
export DESIGN_NICKNAME = decoder
export VERILOG_FILES = /design/flow/design.v
export SDC_FILE = /design/flow/constraint.sdc
export NUM_CORES = 4
export LEC_CHECK = 1
export CORE_AREA = 10 10 70 70
export DIE_AREA = 0 0 80 80
==> Slide: Implementation Results <==
Run Summary

Outcome
  • Status: complete, no violations

Placed design
  • Pre-CTS setup slack: -0.0603 ns
  • IO Port Bufs: around 89
  • HPWL after DPL: just under 3000 um
  • Dpl cell area: about 0.0015 mm^2
  • GP Congestion: around 0.83

Critical path
  • Crit start category: input pin
  • Slowest stage delay, CP: approximately 0.56 ns
  • Crit Path Max Fanout: 10
  • Most used cell, CP: clkdlybuf4s50_1
  • Crit Path Class: input pin to output port
  • Req. time, crit path: around 2.8 ns
  • CP endpoint kind: output port
  • Crit path DAT: roughly 2.7 ns
  • Critical Path Slowest Stage Cell: clkdlybuf4s50_1
  • Crit-path cells: clkdlybuf4s50_1, or3_1, a21oi_2, a32oi_1, nor2_1, clkdlybuf4s50_1

GRT
  • All-layer global routing usage: 0.0963
  • First-pass GRT wire length: 5150 um
  • Initial antenna violation count: 0
  • Congestion Overflow GR: 0
  • Vias in the first global route: about 960
  • Largest net degree at the start of global routing: 13

Power
  • Max VDD drop: between 0.00004 and 0.00005 V
  • Gate power share: 1.000
  • Sw power: about 47 uW
  • Internal: 103 uW
  • Switching Share: 0.310
  • Share of total power in the clock network: 0
  • Power Density: approximately 97 mW/mm^2
  • Lkg Pwr: just under 0.7 nW
  • Sequential Power Share: 0

STA
  • RSZ-0062 raised after global routing: false
  • Setup violators final: 0
  • Final hold violation count: 0
  • Final worst slack: around 0.15 ns
  • Slew HR: 0.663
  • Fmax: just under 300 MHz
  • Slew @ Worst Pin: ~0.5 ns
  • Final cycle utilization of the critical path: 0.958
  • Final-report max-slew violation count: 0
  • Post-layout minimum cycle time: between 3 and 4 ns

Hold path
  • Worst Hold Path EP: rs1_addr_o[2]
  • Hold Path Cell Cnt: 2
  • Worst Hold Launch: instr_i[17]
  • HP Class: input pin to output port

Logic synthesis
  • Syn Inst Count: 110
  • Synth area leader: buf_4
  • Top cell area share: 0.192
  • Synth cell types: 30
  • Most frequent cell after synthesis: nand2_1
  • Synth warnings: 1
  • Mean Syn Cell Area: roughly 6.4 um^2
  • Post-synth top cells: nand2_1 (27), buf_4 (18), a21o_1 (9), nor2b_1 (8), and2_1 (6)
  • Yosys stat area: between 700 and 800 um^2
  • Top cells, area: buf_4 (19%), nand2_1 (14%), a21o_1 (9.6%)
  • Ys cells: between 100 and 150
  • Post-Syn Area: between 700 and 800 um^2
  • Sequential-to-total area share from yosys stat: 0

Run
  • Total of max-cap violations: 0
  • OpenROAD warnings: 34

Cells and area
  • Share of layout cells above drive strength 1: 0.0761
  • Post-route cell area: ~0.0015 mm^2
  • Flop Count: 0
  • Syn-to-layout area delta: 120%
  • Post-layout util: 0.452
  • Flop area: 0 um^2
  • Clk_buf instances: 0
  • Number of fill cells in the layout: between 300 and 400

Route
  • Vias: just under 1000
  • Vias per cell: roughly 4.3
  • Total iterations of the first detailed-routing run: 4
  • Remaining DRCs: 0
  • Initial detailed-routing violation count: 20
  • Total wire length: ~3400 um
  • Antenna viol nets, final: 0
  • Ant diodes: 0
  • Wire per inst: 14.7 um

Die
  • DIE AREA: 0.00640 mm^2
  • Io pins: ~91
  • Core box area: 0.00342 mm^2
  • Die width: roughly 80 um
  • Floorplan utilization: 0.206
  • Rows: 21
  • Die height: 80 um

CTS
  • Post-CTS Setup Inserts: 0
  • CTS Hold Buffers Added: 0
-- logic make-up (layout without fill, tap and decap cells) --
| kind of cell | Yosys count | count (layout) | synth area share |
|---|---|---|---|
| multiplexers | 1 | 1 | 0.0142 |
| AND/OR/NAND/NOR | 61 | 61 | 0.461 |
| AND-OR/OR-AND | 25 | 25 | 0.272 |
| buffers and inverters | 23 | 97 | 0.253 |
-- how the worst max path moves through the flow --
stage           from          end  cells after the start
6_report  instr_i[2]  alu_op_o[3]                      6
5_1_grt   instr_i[2]  alu_op_o[3]                      6
4_1_cts   instr_i[6]    imm_o[21]                      6
-- worst max-delay path, delay by kind of cell --
kind,cells,cell delay [ns]
AND-OR/OR-AND,2,0.36
buffers and inverters,2,1.03
AND/OR/NAND/NOR,2,0.56
-- power groups by stage --
stage                 clock, mW  combinational [mW]  sequential, mW
final                         0               0.150               0
after global routing          0               0.164               0
after CTS                     0               0.152               0
-- per-layer routing --
metal / track usage / share of wire / up-vias
met5: 0 / 0 / -
met4: 0 / 0 / 0
met3: 0.0273 / 0.094 / 0
met2: 0.173 / 0.51 / 35
met1: 0.117 / 0.40 / 435
li1: - / - / 514
-- cells in the final DEF (no fill, tap or decap), types with 2 or more instances in the layout --
master / n
a21o_1: 9
nor3_1: 2
nor2b_1: 8
clkdlybuf4s50_1: 87
nand4b_1: 2
a21oi_1: 2
o21ai_0: 3
and2_1: 6
nor2_1: 5
nand2_1: 27
dlymetal6s2s_1: 2
buf_4: 7
a22o_1: 5
-- stage by stage --
step | total power, mW | hold WS [ns] | setup TNS (ns) | cells
2_1_floorplan | 0.0500 | 1.42 | 0 | 110
3_3_place_gp | 0.151 | 2.24 | -0.0263 | 230
3_5_place_dp | 0.151 | 2.24 | -0.404 | 230
4_1_cts | 0.152 | 2.24 | 0 | 230
5_1_grt | 0.164 | 2.25 | 0 | 230
6_report | 0.150 | 2.23 | 0 | 230
-- area by class of cell --
class	count	area [um^2]	share of cell area
Inverter	1	3.75	0.00243
Multi-Input combinational cell	87	536	0.347
Tap cell	46	57.6	0.0372
Timing Repair Buffer	96	948	0.614
-- repair_timing --
| item | CTS | global route |
|---|---|---|
| setup endpoints to repair | 11 | 13 |
| gates resized | 1 | 3 |
| endpoints found under the hold margin | 0 | 0 |
| cloned | 0 | 0 |
Power is estimated from default activity; no workload was simulated.
